`run.sh`:
```
#!/bin/bash
# OpenROAD 26Q1-2900-gdf79404cd8, Yosys 0.63+post, stock flow scripts
make -C /OpenROAD-flow-scripts/flow DESIGN_CONFIG=/design/flow/config.mk WORK_HOME=/design/flow/orfs finish
```
`config.mk`:
```
export PLATFORM = sky130hd
export DESIGN_NAME = mem
export DESIGN_NICKNAME = mem
export VERILOG_FILES = /design/flow/design.v
export SDC_FILE = /design/flow/constraint.sdc
export NUM_CORES = 4
export LEC_CHECK = 1
export CORE_UTILIZATION = 50
export SYNTH_MEMORY_MAX_BITS = 65536
```
`constraint.sdc`:
```
current_design mem

set clk_period 43.6
set clk_io_pct 0.2

create_clock -name clk0 -period $clk_period [get_ports {I_wrclk}]

set non_clock_inputs [all_inputs -no_clocks]
set_input_delay [expr $clk_period * $clk_io_pct] -clock clk0 $non_clock_inputs
set_output_delay [expr $clk_period * $clk_io_pct] -clock clk0 [all_outputs]
```
`design.v`:
```
module mem
#(
parameter C_WORDSIZE = 8,
parameter C_ADDRSIZE = 10,
parameter C_MEMSIZE = (1 << C_ADDRSIZE)
)
(
input           [C_WORDSIZE-1:0]    I_data,
input           [C_ADDRSIZE-1:0]    I_addr,
output reg      [C_WORDSIZE-1:0]    O_data,
input                               I_wrclk
);
reg [C_WORDSIZE-1:0] mem [C_MEMSIZE-1:0];
always @(I_addr) begin
    O_data <= mem[I_addr];
end
always @(negedge I_wrclk) begin
    mem[I_addr] <= I_data;
end
endmodule
```
==> impl_summary.log <==
[flow] final metrics
[metrics] post-synthesis chip area from yosys: 316000 um2
[metrics] Final Util: 61.6%
[metrics] transition at the pin with the smallest max-transition slack: 1.30 ns
[metrics] smallest setup slack after layout: 7.15 ns
[metrics] XOR/XNOR Area Share: 0%
[metrics] Flops after synth: 8192
[metrics] total number of clock tree sinks: 8192
[metrics] fraction of power spent switching nets: 27.5%
[metrics] combinational gate area: 65100 um2
[metrics] worst setup path class: flop to output port
[metrics] power share of the combinational group: 3.7%
[metrics] count of TritonRoute iterations in the first routing pass: 8
[metrics] source of the critical timing path: mem[571][4]
[metrics] number of H-tree levels: 6
[metrics] TritonCTS clock tree: yes
[metrics] total power density per cell area: 51.0 nW/um2
[metrics] horizontal die dimension: 797 um
[metrics] Clock Root Buffer: clkbuf_16
[metrics] top-level I/O count: 27
[metrics] count of synthesis-stage warnings from yosys: 1
[metrics] fill cell count: 44100
[metrics] Leakage Power: 162 nW
[metrics] fraction of the mapped netlist area in compound gates: 4.12%
[metrics] CP Buf/Inv Count: 3
[metrics] path type of the worst min-delay path: input port to output port
[metrics] setup total negative slack: 0 ns
[metrics] unrepaired setup endpoints after global routing: false
[metrics] quantity of I/O buffers inserted on ports: 26
[metrics] Crit-path slowest cell: a221oi_1
[metrics] total routed wirelength: 924000 um
[metrics] Worst Hold Slack: 18.94 ns
[metrics] result of the run: completed
[metrics] asr flop ratio synth: 0%
[metrics] Slew HR: 13.3%
[metrics] total standard cell area after synthesis: 316000 um2
[metrics] number of warnings in the stage logs: 1067
[metrics] data required time at the worst endpoint: 34.88 ns
[metrics] number of buffers created by CTS: 858
[metrics] hold bufs inserted after CTS: 0
[metrics] Die Footprint: 635000 um2
[metrics] initial core utilization: 50.2%
[metrics] antenna violations before repair: 49
[metrics] distinct lib cells: 56
[metrics] number of DRC violations after detailed routing: 0
[metrics] layout cell share with drive strength beyond 1: 10.1%
[metrics] post-CTS setup buffers: 0
[metrics] via count: 189000
[metrics] via count of the first global-routing pass: 214000
[metrics] area taken by flip-flops and latches: 246000 um2
[metrics] switching power: 5.43 mW
[metrics] cell count after synthesis: 16800
[metrics] vertical die size: 797 um
[metrics] count of antenna-violating nets left after detailed routing: 0
[metrics] Post-Place Setup Slack: 7.70 ns
[metrics] number of slew-limit violations in the final report: 0
[metrics] HPWL after detailed placement: 549000 um
[metrics] maximum number of pins on one net before global-route repair: 122
[metrics] proportion of power drawn by the clock network: 52.0%
[metrics] fraction of the yosys area taken by sequential cells: 77.9%
[metrics] final tally of hold violations: 0
[metrics] flip-flops with a built-in enable: 8192
[metrics] largest buffer count on any clock path: 4
[metrics] CORE AREA: 628000 um2
[metrics] maximum fanout count along the critical path: 1
[metrics] wire length of the first global-routing pass: 1320000 um
[metrics] Biggest register: mem
[metrics] number of flip-flops under the largest register name: 8192
[metrics] Worst path depth: 10
[metrics] biggest regs: mem x8192
[metrics] worst path arrival time: 27.73 ns
[metrics] multiplexer area fraction after synthesis: 13.7%
[metrics] GRT Overall Usage: 32.8%
[metrics] Area growth syn-to-layout: 22.5%
[metrics] commonest register cell after synthesis: edfxtp_1
[metrics] drt via density: 5.46
[metrics] max-cap violations: 0
[metrics] number of placement rows: 291
[metrics] startpoint type of the worst setup path: flop
[metrics] Final Power: 19.7 mW
[metrics] cell family with most CP delay: AND-OR/OR-AND gates
[metrics] setup violation total in the final timing report: 0
[metrics] routed length per instance: 26.7 um
[metrics] Seq pwr share: 44.3%
[metrics] internal power consumption: 14.3 mW
[metrics] first-iteration detailed-routing DRC count: 12400
[metrics] gp weighted congestion: 0.919
[metrics] clock edge transition at the registers on the reported setup and hold paths: 0.03 ns
[metrics] number of instances resized during post-cts repair: 0
[metrics] total congestion overflow: 0
[metrics] Syn Area/Cell: 18.8 um2
[metrics] ys cells: 16800
[metrics] VDD IR-drop max: 0.0000452 V
[metrics] delay contributed by the slowest stage of the critical path: 0.74 ns
[metrics] yosys adder share: 0%
[metrics] Simple Share, Synth: 2.65%
[metrics] Top logic family: multiplexers
[metrics] Setup crit end kind: output port
[metrics] end point of the critical path: O_data[4]
[metrics] list of cells traversed by the critical path: mux4_2 > a22o_1 > a221oi_1 > o2111ai_1 > a22o_1 > a221oi_1 > buf_4 > buf_4 > nand4_1 > clkdlybuf4s50_1
==> per-stage QoR <==
stage	cell area, um2	instances
after floorplan	316000	16800
after global placement	327000	24700
after detailed placement	327000	24700
after CTS	387000	34500
after global routing	387000	34500
final	387000	34600
==> synth_stat cells, types with 11 or more instances <==
cell | n | area share [%]
mux4_2 | 533 | 3.8
mux2_2 | 58 | 0.21
nor2b_1 | 11 | 0.022
a22oi_1 | 65 | 0.15
nand3_1 | 54 | 0.086
buf_6 | 31 | 0.11
o2111ai_1 | 91 | 0.25
buf_1 | 93 | 0.11
o21bai_1 | 12 | 0.029
or4_1 | 43 | 0.10
buf_4 | 43 | 0.10
o22ai_1 | 1249 | 2.5
o22a_1 | 71 | 0.20
nor2_1 | 1235 | 1.5
nand2_1 | 109 | 0.13
nor4_1 | 194 | 0.38
buf_2 | 489 | 0.78
nand4_1 | 34 | 0.067
a221oi_1 | 45 | 0.12
a31oi_1 | 68 | 0.13
clkbuf_1 | 448 | 0.53
a311oi_1 | 18 | 0.050
a21oi_1 | 51 | 0.081
mux2i_1 | 3052 | 9.7
edfxtp_1 | 8192 | 78
o21ai_0 | 176 | 0.28
a22o_1 | 32 | 0.089
nor3_1 | 172 | 0.27
a211oi_1 | 57 | 0.14
==> worst min path at each step <==
stage / start / end / slack (ns) / cells after the start
4_1_cts: I_addr[6] / O_data[2] / 18.93 / 6
6_report: I_addr[6] / O_data[1] / 18.94 / 6
5_1_grt: I_addr[6] / O_data[0] / 19.00 / 6
==> layout make-up <==
type / count / area share, %
Inverter: 3 / 0.00356
Antenna cell: 102 / 0.0660
Timing Repair Buffer: 667 / 1.40
Clock buffer: 866 / 5.60
Tap cell: 8350 / 2.70
Sequential cell: 8192 / 63.6
Clock inverter: 8892 / 9.84
Multi-Input combinational cell: 7520 / 16.8
==> power groups by stage <==
stage	combinational (mW)	sequential (mW)	clock [mW]
4_1_cts	0.731	8.75	10.5
5_1_grt	0.773	8.73	11.5
6_report	0.735	8.75	10.3
==> logic make-up after synthesis <==
kind of cell    Yosys count
flops                  8192
mux                    3643
compound gates         1978
simple gates           1899
buf+inv                1109
==> metal layers <==
metal	wire, um	up-vias	global-route usage [%]
met5	3180	-	4.72
met4	32100	91	14.9
met3	174000	1600	29.5
met2	418000	10400	42.1
met1	297000	91000	38.9
li1	-	85800	-
==> placed cells by master (no fill, tap or decap), types with 44 or more instances in the layout <==
cell        Yosys  routed
nand3_1        54      44
nand2_1       109      92
nor3_1        172     169
nor4_1        194     193
o22ai_1      1249    1249
a211oi_1       57      56
mux2_2         58      58
inv_4           0      55
diode_2         0     102
a221oi_1       45      45
nor2_1       1235    1229
edfxtp_1     8192    8192
clkbuf_16       0     866
a31oi_1        68      68
buf_4          43     619
bufinv_16       0     126
inv_1           3    8428
clkinvlp_2      0     218
o21ai_0       176     174
mux2i_1      3052    3052
a22oi_1        65      65
o2111ai_1      91      91
mux4_2        533     533
o22a_1         71      71
a21oi_1        51      51
Power and IR drop assume default switching activity.
