`/design/flow/design.v`:
```
module syn_mem
#(
parameter C_ADDRSIZE = 10,
parameter C_WORDSIZE = 8
)
(
input                               I_clk,
input                               I_wen,
input           [C_WORDSIZE-1:0]    I_wdata,
input           [C_ADDRSIZE-1:0]    I_addr,
input                               I_ext_wen,
input           [C_WORDSIZE-1:0]    I_ext_wdata,
input           [C_ADDRSIZE-1:0]    I_ext_addr,
output          [C_WORDSIZE-1:0]    O_ext_data,
output          [C_WORDSIZE-1:0]    O_data
);
localparam C_MEMSIZE = (1 << C_ADDRSIZE);
reg [C_WORDSIZE-1:0] mem [C_MEMSIZE-1:0];
always @(posedge I_clk) begin
    if (I_wen) begin
        mem[I_addr] <= I_wdata;
    end else if (I_ext_wen) begin
        mem[I_ext_addr] <= I_ext_wdata;
    end
end
assign O_data = mem[I_addr];
assign O_ext_data = mem[I_ext_addr];
endmodule
```
`/design/flow/constraint.sdc`:
```
current_design syn_mem

set clk_period 57.7
set clk_io_pct 0.2

create_clock -name clk0 -period $clk_period [get_ports {I_clk}]

set non_clock_inputs [all_inputs -no_clocks]
set_input_delay [expr $clk_period * $clk_io_pct] -clock clk0 $non_clock_inputs
set_output_delay [expr $clk_period * $clk_io_pct] -clock clk0 [all_outputs]
```
`/design/flow/run.sh`:
```
#!/bin/bash
# OpenROAD 26Q1-2900-gdf79404cd8, Yosys 0.63+post, stock flow scripts
make -C /OpenROAD-flow-scripts/flow DESIGN_CONFIG=/design/flow/config.mk WORK_HOME=/design/flow/orfs finish
```
`/design/flow/config.mk`:
```
export PLATFORM = sky130hd
export DESIGN_NAME = syn_mem
export DESIGN_NICKNAME = syn_mem
export VERILOG_FILES = /design/flow/design.v
export SDC_FILE = /design/flow/constraint.sdc
export NUM_CORES = 4
export LEC_CHECK = 1
export CORE_UTILIZATION = 30
export SYNTH_MEMORY_MAX_BITS = 65536
```
==> results.txt <==
Status on the layout run. The flow ran to the end, but the final reports show violations. The checks that failed: max-capacitance violations, max-slew violations. Worst hold-check slack landed at between 10,000 and 15,000 ps. Highest fanout seen on the critical path landed at 57. Number of flip-flops in the largest register landed at approximately 8,200. Of the cells placed in the final design, the portion with a size suffix greater than 1 is 0.318. More flip-flops sit in one register than any other, and that register is mem. TritonCTS built the clock tree. Warnings reported by Yosys during synthesis add up to 1.

The end-of-flow timing check tallies setup violations at 0. Chip area in the Yosys report landed at about 390,000 um^2. Total grt overflow landed at 0. Netlist area before placement landed at 386,000 um^2. The routed design shows a wire length per standard cell of roughly 40 um. Remaining antenna violation count after routing landed at 0. Share of async-settable or async-resettable flops after synthesis landed at 0. STA lists the startpoint of the worst hold path as I_ext_wdata[4]. Power per cell area landed at 30.7 nW/um^2. Count of warning messages emitted by the tools landed at 57. Looking at the cell usage after synthesis, the top flip-flop cell is edfxtp_1. Gate count of the mapped netlist landed at between 20,000 and 25,000. The worst setup path is launched from a primary input.

For this run, the detailed router's first-pass iteration total came to 8. Pin count of the biggest net entering global routing landed at between 100 and 150. The final timing summary puts the cycle share of the worst path at 0.570.

Buffers added to address setup during post-CTS repair amount to 0. STA classifies the critical path endpoint as an output pin. Leaving out fill and tap cells, the most frequent cell in the layout is edfxtp_1. The floorplan step records an initial core utilization of 0.301. Total track usage landed at 0.268. Counting the buffers created by CTS gives ~900. Global placement routability congestion landed at roughly 1.0. Ratio of routed vias to standard cells landed at 5.96. The data arrival time reported for the critical path is about 21,000 ps. Number of antenna violations at the first check in global routing landed at roughly 270. Pins over their slew limit in the final report were tallied at 7.

Number of DRC violations after detailed-routing iteration 0 landed at slightly above 20,000. The cell sitting at the root of the clock tree is a clkbuf_16. Count of fill cells added during filler insertion landed at roughly 120k. CTS built an H-tree with a depth of 6. Number of max-cap violations landed at 2.

Number of buffers on the longest clock path landed at 5. Buffers inserted to repair hold after CTS numbered 0. Transition time of the tightest slew-check pin landed at roughly 1500 ps.

Hold analysis lists the worst path endpoint as mem[50][4]. Average instance area after synthesis landed at 18.5 um^2. Yosys mapped a number of flops with a built-in enable equal to roughly 8,200. The min-delay analysis places its worst path in the category primary input to register. Count of final hold-check violations landed at 0.

Total of buffers placed on input and output ports landed at between 50 and 60. Maximum clock frequency landed at about 0.030 GHz. Worst slew margin relative to its limit landed at -0.0321. IR analysis of the VDD net gives a maximum drop of 27.3 uV. Detailed routing inserted a total of roughly 240k vias.

The number of global-route vias before repair came to 261,167. Remaining design rule violation count landed at 0. The horizontal die dimension reported for this design is about 1.1 mm.

The top cell types in the final layout, fill and taps aside, are 8,192 x edfxtp_1, 3,505 x mux4_2, 2,152 x buf_4. The critical path is of the primary input to output pin type. Area growth from synthesis to layout landed at 15.4%. Die area landed at 1,290,000 um^2. From bottom edge to top edge, the die measures ~1.1 mm. Clock transition at the registers of the reported paths landed at about 60 ps. The script extracted a total leakage power of between 0.1 and 0.15 uW. According to the dpl log, the detail-placed design has an HPWL of about 1100 mm. The floorplan step defined a core boundary enclosing around 1,300,000 um^2. Final setup TNS landed at 0 ps. The clock tree has to reach 8,192 sinks. Count of standard-cell rows landed at 416. Total of cells resized after clock tree synthesis landed at 0. For this run, the register share of the synthesized area comes to 0.637.

Setup repair after global routing left no endpoint under its margin. Wire length of the first global-routing pass landed at 2190 mm. Number of cell instances after yosys synthesis landed at roughly 21,000.

In this run, synthesis produced a sequential element count of 8,192. The data required time reported for the critical path is between 40,000 and 50,000 ps. In the hold timing report, the worst path depth is 3. In the final layout, the registers with the most flip-flops are mem (8192). Counting distinct cell types in the post-synthesis netlist gives a little under 90. Total wire length landed at 1630 mm. Boundary pin count landed at 55. For the finished layout, the period the worst path requires is about 33,000 ps.
-- stage by stage --
step | power (uW) | area (um^2) | cells | worst slack, ps | util
after global routing | 13900 | 445000 | 40450 | 24210 | 0.347
final | 13700 | 446000 | 40736 | 24800 | 0.347
after CTS | 13600 | 444000 | 40094 | 24810 | 0.346
after detailed placement | 8050 | 416000 | 38495 | 24820 | 0.324
after global placement | 8040 | 416000 | 38483 | 24780 | 0.324
after floorplan | 7630 | 386000 | 20896 | 30370 | -
-- worst max-delay path by stage --
stage / from / end / slack, ps / cells after the start
CTS: I_addr[0] / O_data[7] / 24810 / 19
global route: I_addr[0] / O_data[7] / 24210 / 19
finish: I_addr[0] / O_data[7] / 24800 / 19
-- area by class of cell --
| cell class | count | area [um^2] | share of cell area |
|---|---|---|---|
| Multi-Input combinational cell | 10900 | 131000 | 0.293 |
| Tap cell | 17138 | 21400 | 0.0481 |
| Antenna cell | 642 | 1610 | 0.00360 |
| Sequential cell | 8192 | 246000 | 0.552 |
| Clock inverter | 518 | 5020 | 0.0113 |
| Timing Repair Buffer | 2250 | 17700 | 0.0396 |
| Inverter | 15 | 114 | 0.000255 |
| Clock buffer | 1081 | 23200 | 0.0521 |
-- report_power, final --
group | switching [uW] | internal [uW] | leakage, uW | total, uW
Combinational | 973 | 407 | 0.0536 | 1380
Sequential | 2.79 | 6610 | 0.0717 | 6610
Clock | 2420 | 3270 | 0.0138 | 5690
Total | 3390 | 10300 | 0.139 | 13700
-- critical path, cell delays in order --
cell	delay [ps]
buf_16	290
buf_4	490
buf_4	690
buf_4	570
buf_4	510
buf_4	640
buf_4	570
buf_12	450
buf_4	550
buf_4	640
mux4_2	620
mux4_2	480
nand2_1	100
nand3_1	200
nand3_1	520
o21ai_0	180
o31ai_1	150
nand4_1	1040
clkdlybuf4s50_1	720
-- logic make-up after synthesis --
| kind of cell | after synthesis | synth area share |
|---|---|---|
| flip-flops | 8192 | 0.637 |
| AND-OR/OR-AND | 2657 | 0.0480 |
| multiplexers | 5333 | 0.254 |
| AND/OR/NAND/NOR | 2910 | 0.0329 |
| buffers and inverters | 1804 | 0.0282 |
-- layer usage --
metal	GRT usage	vias to the layer above	part of all wire
li1	-	92795	-
met3	0.274	5040	0.22
met4	0.188	411	0.086
met2	0.347	22901	0.41
met5	0.140	-	0.012
met1	0.230	121557	0.26
-- Yosys cell counts (33+ instances only) --
master / instances / share of area
buf_1: 118 / 0.0011
buf_6: 308 / 0.0090
nand3_1: 246 / 0.0032
nor2b_1: 33 / 0.00053
o21ai_0: 194 / 0.0025
a211oi_1: 73 / 0.0014
nor2_1: 1332 / 0.013
nor4_1: 55 / 0.00089
mux4_1: 38 / 0.0026
a22o_1: 39 / 0.00088
buf_4: 258 / 0.0050
mux2i_1: 1685 / 0.044
buf_2: 410 / 0.0053
nand2_1: 740 / 0.0072
and2_1: 68 / 0.0011
nor3_1: 157 / 0.0020
mux4_2: 3505 / 0.20
a32oi_1: 62 / 0.0014
and3_1: 41 / 0.00066
o221ai_1: 330 / 0.0075
a221oi_1: 82 / 0.0019
a22oi_1: 401 / 0.0078
mux2_2: 97 / 0.0028
a21oi_1: 404 / 0.0052
o22ai_1: 531 / 0.0086
o211ai_1: 66 / 0.0013
edfxtp_1: 8192 / 0.64
nand4_1: 68 / 0.0011
clkbuf_1: 668 / 0.0065
a31oi_1: 176 / 0.0029
Power and IR drop assume default switching activity.
