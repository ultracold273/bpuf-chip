**/design/flow/run.sh**
```bash
#!/bin/bash
# OpenROAD 26Q1-2900-gdf79404cd8, Yosys 0.63+post, stock flow scripts
make -C /OpenROAD-flow-scripts/flow DESIGN_CONFIG=/design/flow/config.mk WORK_HOME=/design/flow/orfs finish
```
**/design/flow/config.mk**
```make
export PLATFORM = sky130hd
export DESIGN_NAME = meas
export DESIGN_NICKNAME = meas
export VERILOG_FILES = /design/flow/design.v
export SDC_FILE = /design/flow/constraint.sdc
export NUM_CORES = 4
export LEC_CHECK = 1
export CORE_UTILIZATION = 30
```
**/design/flow/design.v**
```verilog
module meas
#(
parameter C_IOSCNUM = 48,
parameter C_IOSCDWIDTH = 24,
parameter C_OIDWIDTH = 24,
parameter C_MEMDATAWIDTH = 8,
parameter C_MEMADDRWIDTH = 24,
parameter C_MEMSTADDR = 0
)
(
input                               I_osc_rst,
input       [C_IOSCNUM-1:0]         I_osc,
input                               I_sclk,
input       [C_MEMDATAWIDTH-1:0]    I_mem_data,
output reg  [C_MEMADDRWIDTH-1:0]    O_mem_addr,
output reg  [C_OIDWIDTH-1:0]        O_prim_id,
output reg                          O_id_v
);
localparam C_SELWIDTH = C_MEMDATAWIDTH;
wire [C_IOSCNUM*C_IOSCDWIDTH-1:0]   S_osc_data;
wire [C_IOSCDWIDTH-1:0] S_mux_data_1;
wire [C_IOSCDWIDTH-1:0] S_mux_data_2;
wire S_comp;
reg [C_SELWIDTH-1:0] S_mux_sel_1;
reg [C_SELWIDTH-1:0] S_mux_sel_2;
reg sclk;
genvar i;
integer j;
for(i = 0;i < C_IOSCNUM;i = i + 1) begin: gen_meas_osc
    meas_osc #(.C_DWIDTH(C_IOSCDWIDTH)) m(
        .I_osc(I_osc[i]),
        .I_rst(I_osc_rst),
        .O_data(S_osc_data[i*C_IOSCDWIDTH+:C_IOSCDWIDTH])
    );
end
meas_mux #(.C_INUM(C_IOSCNUM), .C_IDWIDTH(C_IOSCDWIDTH), .C_ISWIDTH(C_SELWIDTH)) mux1(
    .I_data(S_osc_data),
    .I_sel(S_mux_sel_1),
    .O_data(S_mux_data_1)
);
meas_mux #(.C_INUM(C_IOSCNUM), .C_IDWIDTH(C_IOSCDWIDTH), .C_ISWIDTH(C_SELWIDTH)) mux2(
    .I_data(S_osc_data),
    .I_sel(S_mux_sel_2),
    .O_data(S_mux_data_2)
);
meas_comp #(.C_IWIDTH(C_IOSCDWIDTH)) comp(
    .I_comp1(S_mux_data_1),
    .I_comp2(S_mux_data_2),
    .O_res(S_comp)
);
reg [10:0] _cnt_bit_num;
reg [2:0] _cnt_seq;
always @(posedge I_sclk or negedge I_osc_rst) begin
    if (!I_osc_rst) begin
        _cnt_bit_num <= 0;
        _cnt_seq <= 0;
        O_mem_addr <= C_MEMSTADDR;
        O_id_v <= 0;
    end
    else if (_cnt_bit_num < C_OIDWIDTH) begin
        if (_cnt_seq == 0) begin
            _cnt_seq <= _cnt_seq + 1;
        end
        else if (_cnt_seq == 1) begin
            S_mux_sel_1 <= I_mem_data;
            O_mem_addr <= O_mem_addr + 1;
            _cnt_seq <= _cnt_seq + 1;
        end
        else if (_cnt_seq == 2) begin
            S_mux_sel_2 <= I_mem_data;
            O_mem_addr <= O_mem_addr + 1;
            _cnt_seq <= _cnt_seq + 1;
        end
        else if (_cnt_seq == 3) begin
            sclk <= 1;
            _cnt_seq <= _cnt_seq + 1;
        end
        else if (_cnt_seq == 4) begin
            sclk <= 0;
            _cnt_seq <= 0;
            _cnt_bit_num <= _cnt_bit_num + 1;
        end
    end
    else if (_cnt_bit_num == C_OIDWIDTH) begin
        O_id_v <= 1;
    end
end
always @(posedge sclk) begin
    for(j = 1;j < C_OIDWIDTH;j = j + 1) begin
        O_prim_id[j] <= O_prim_id[j-1];
    end
    O_prim_id[0] <= S_comp;
end
endmodule
module meas_comp
#(
parameter C_IWIDTH = 24
)
(
input       [C_IWIDTH-1:0]  I_comp1,
input       [C_IWIDTH-1:0]  I_comp2,
output                      O_res
);
assign O_res = (I_comp1 > I_comp2)?1:0;
endmodule
module meas_mux
#(
parameter C_INUM = 48,   
parameter C_IDWIDTH = 24,     
parameter C_ISWIDTH = 10      
)
(
input           [C_INUM*C_IDWIDTH-1:0]  I_data,      
input           [C_ISWIDTH-1:0]         I_sel,           
output          [C_IDWIDTH-1:0]         O_data
);
genvar i;
for (i = 0;i < C_IDWIDTH;i = i + 1) begin
    assign O_data[i] = I_data[C_IDWIDTH * I_sel + i];
end
endmodule
`timescale 1ns/100ps
module meas_osc
#(
parameter C_DWIDTH = 24                
)
(
input                     I_osc     ,  
input                     I_rst     ,  
output reg  [C_DWIDTH-1:0]  O_data  
);
reg [C_DWIDTH-1:0]  S_int_count;
wire gated_osc;
assign gated_osc = I_rst & I_osc;
always @(negedge I_rst or posedge gated_osc) begin
    if (!I_rst) begin
        S_int_count <= 0;
        O_data <= S_int_count;
    end
    else begin
        S_int_count <= S_int_count + 1;
    end
end
endmodule
```
**/design/flow/constraint.sdc**
```tcl
current_design meas

set clk_period 8.2
set clk_io_pct 0.2

create_clock -name clk0 -period $clk_period [get_ports {I_sclk}]

set non_clock_inputs [all_inputs -no_clocks]
set_input_delay [expr $clk_period * $clk_io_pct] -clock clk0 $non_clock_inputs
set_output_delay [expr $clk_period * $clk_io_pct] -clock clk0 [all_outputs]
```
==> flow_summary.json <==
{
  "wire_length_of_the_first_global_routing_pass_um": 1130000,
  "setup_tns_ps": 0,
  "clock_tree_from_tritoncts": "done",
  "synth_instances": 12588,
  "fin_worst_hold_slack_ps": 372,
  "post_synth_xor_area_fraction": 0.0784,
  "htreeDepth": 2,
  "worst_ir_drop_vdd_mv": 0.102,
  "grt_start_max_net_pins": 181,
  "holdBufCountCts": 0,
  "drv_cap": 0,
  "min_delay_path_depth": 0,
  "clock_path_buffers": 2,
  "via_count": 121411,
  "detail_route.wl_per_cell_um": 47.3,
  "clock-skew-final_ps": 6.25,
  "drive_above_1_share": 0.168,
  "unclocked_regs": 2328,
  "grt_pass1_vias": 113229,
  "stage_log_warnings": 67,
  "cell_area_power_density_nw_per_um2": 50.1,
  "startpoint_type": "register",
  "netlist.area_leader.share": 0.232,
  "netlist_area_before_placement_um2": 128000,
  "die_height_um": 656,
  "crit_chain": "or4_1 > nor3_1 > nand2_1 > nor4_2 > nand4_1 > or2_2 > nor3_1 > nand3_1 > xnor2_1",
  "area_growth_pct": 8.81,
  "rsz_0062_raised_after_global_routing": "no",
  "post-route-min-period_ps": 3680,
  "ys_warn_count": 3,
  "synthSimpleGateAreaFrac": 0.126,
  "clk_transition_reported_paths_ps": 70,
  "post-synth-top-area-cell": "sky130_fd_sc_hd__dfrtp_1",
  "max_stage_delay_ps": 650,
  "synth.lib_cells_used.distinct": 106,
  "clock_latency_ps": 290,
  "gp_routability_congestion": 1.13,
  "critPathArrivalTime_ps": 3860,
  "cp_top_family": "simple AND/OR/NAND/NOR gates",
  "r2r.worst_path.cells": 9,
  "total_i_o_pin_count": 107,
  "first_iter_violations": 14226,
  "coreArea_um2": 425000,
  "number_of_antenna_violations_at_the_first_check_in_global_routing": 183,
  "critical_path.endpoint_type": "register",
  "portBuffers": 106,
  "cts_inserted_buffers": 5,
  "run_status": "completed",
  "timing.setup.critical_path_class": "register to register",
  "worst_rel_slew_slack": 0.0500,
  "vias_per_cell": 6.64,
  "synth_compound_gate_area_share": 0.143,
  "synth.yosys.chip_area_um2": 128000,
  "globalRouteTotalUtil": 0.409,
  "cp_num_cells": 9,
  "synth-seq-cells": 2384,
  "drt-pass1-iter-count": 8,
  "critical-path-slowest-cell": "sky130_fd_sc_hd__nor4_2",
  "yosys_most_used_dff": "sky130_fd_sc_hd__dfrtp_1",
  "cts_root_buffer": "sky130_fd_sc_hd__clkbuf_16",
  "async_flop_share": 0.500,
  "top_logic_kind": "multiplexers",
  "ant_nets_after_route": 0,
  "hpwl_um": 658000,
  "dieWidth_um": 656,
  "min-delay-path-class": "register to register",
  "core_util_floorplan": 0.302,
  "final-setup-viol-count": 0,
  "maxSlewViolCount": 0,
  "number_of_placement_rows": 239,
  "drt-total-wl_um": 865000,
  "worst_path_most_repeated_cell": "sky130_fd_sc_hd__nor3_1",
  "global_route_total_overflow": 0,
  "worst-path-buf-inv": 0,
  "final_report_hold_violation_count": 0,
  "max_freq_mhz": 272,
  "final_min_period_over_clock_period": 0.449,
  "cts_resized": 0,
  "synth.top_cells.by_area": "sky130_fd_sc_hd__dfrtp_1, sky130_fd_sc_hd__mux4_2, sky130_fd_sc_hd__dlxtn_1, sky130_fd_sc_hd__xnor2_1, sky130_fd_sc_hd__mux2i_1",
  "synth_stat.cells": 12588,
  "untimed_endpoints": 2352,
  "timing_worst_slew_pin_value_ps": 1410,
  "detail_route.drc_violations": 0,
  "chip_area_um2": 431000,
  "power_leakage_nw": 55.7,
  "synthesis.area_per_instance_um2": 10.2,
  "cts.repair_timing.setup_buffer_count": 0,
  "synth.cellmix.adderShare": 0.0103,
  "timing.critical_path.required_ps": 8380,
  "synth-edff-count": 17,
  "fill_cells": 42988,
  "mux_area_frac": 0.234,
  "crit_path_max_fanout": 5
}
cells by family (layout without fill, tap and decap cells):
kind of cell	count (synthesis)	after routing
flip-flops	1232	1232
multiplexers	1749	1749
other	0	165
buffers and inverters	1076	947
AND/OR/NAND/NOR	3383	3383
adder cells (fa/ha/maj)	104	104
AND-OR/OR-AND	2749	2749
XOR/XNOR	1143	1143
latches	1152	1152
state kept, by name (all words and copies together) (netlist names):
register,count
O_id_v,1
O_mem_addr,24
O_prim_id,24
S_mux_sel_1,8
S_mux_sel_2,8
_cnt_bit_num,11
_cnt_seq,3
gen_meas_osc.m.O_data,1152
gen_meas_osc.m.S_int_count,1152
sclk,1
cells in the mapped netlist, drive strengths merged, types with 147 or more instances:
cell,instances
o21ai,471
a21oi,806
nor3,195
mux2i,604
buf,382
xnor2,836
mux2,157
nand4,199
dlxtn,1152
clkbuf,545
nand3,621
dfrtp,1191
a31oi,169
a211oi,156
nor2,648
inv,147
and3,278
nand2,1078
mux4,988
a221oi,190
xor2,307
power by group:
group,leakage [nW],internal (mW),switching [mW],total (mW)
Clock,0.0645,0.111,0.0955,0.206
Combinational,30.3,1.41,4.62,6.03
Sequential,25.4,0.766,0.00540,0.771
per-stage QoR:
step           utilization  power (mW)  instance area, um2  setup slack, ps  std cells
2_1_floorplan            -        2.96              128000             4870      12588
3_3_place_gp         0.328        6.38              139000             4420      18114
3_5_place_dp         0.328        6.35              139000             4460      18114
4_1_cts              0.328        6.57              139000             4460      18122
5_1_grt              0.328        6.80              139000             4200      18164
6_report             0.329        7.01              140000             4520      18287
layout by cell type, fill, tap and decap left out, types with 151 or more instances in the layout:
cell type                  netlist  final
sky130_fd_sc_hd__diode_2         0    165
sky130_fd_sc_hd__nand2_1      1076   1058
sky130_fd_sc_hd__buf_4          10    678
sky130_fd_sc_hd__mux2_2        157    157
sky130_fd_sc_hd__a221oi_1      190    189
sky130_fd_sc_hd__dlxtn_1      1152   1152
sky130_fd_sc_hd__dfrtp_1      1191   1191
sky130_fd_sc_hd__mux4_2        988    988
sky130_fd_sc_hd__nand3_1       619    619
sky130_fd_sc_hd__xor2_1        304    299
sky130_fd_sc_hd__a21oi_1       797    787
sky130_fd_sc_hd__a31oi_1       168    164
sky130_fd_sc_hd__and3_1        278    277
sky130_fd_sc_hd__nor2_1        648    609
sky130_fd_sc_hd__nand4_1       199    199
sky130_fd_sc_hd__mux2i_1       604    604
sky130_fd_sc_hd__o21ai_0       456    451
sky130_fd_sc_hd__xnor2_1       834    806
sky130_fd_sc_hd__nor3_1        192    187
sky130_fd_sc_hd__a211oi_1      154    151
final timing paths:
path,start,end,slack [ps]
max,_cnt_bit_num[6],O_mem_addr[20],4520
min,_cnt_bit_num[10],_cnt_bit_num[10],370
max reg2reg,_cnt_bit_num[6],O_mem_addr[20],4520
min reg2reg,_cnt_bit_num[10],_cnt_bit_num[10],370
max in group asynchronous,I_osc_rst,_cnt_bit_num[0],5460
min in group asynchronous,I_osc_rst,_cnt_seq[2],1790
cell type report:
class / count / area, um2 / area share
Multi-Input combinational cell: 9128 / 77100 / 0.552
Sequential cell: 2384 / 48100 / 0.344
Tap cell: 5663 / 7090 / 0.0507
Timing Repair Buffer: 790 / 6290 / 0.0450
Inverter: 149 / 582 / 0.00416
Antenna cell: 165 / 413 / 0.00296
Clock buffer: 5 / 125 / 0.000895
Clock inverter: 3 / 13.8 / 0.0000985
layer usage:
layer,vias up,GRT usage,wire length (um)
met3,2924,0.230,120000
met2,9202,0.534,344000
met1,61671,0.496,314000
li1,47528,-,-
met4,86,0.320,85700
met5,-,0.0371,2100
Power and IR drop assume default switching activity.
